==> flow/design.v <==
`default_nettype none
module registers(
  input wire clk,
  input wire clk_enable,
  input wire [(5-1):0]r_address1,
  input wire [(5-1):0]r_address2,
  input wire [(5-1):0]w_address,
  input wire [(32-1):0]w_data,
  input wire w_enable,
  output wire [(32-1):0]o_data1,
  output wire [(32-1):0]o_data2);
  reg [(32-1):0] data[0:31];
  integer i;
  initial begin
    for (i=0; i<32; i=i+1)
      data[i] = 0;
  end
  assign o_data1 = data[r_address1];
  assign o_data2 = data[r_address2];
  always @(posedge clk) begin
    if (clk_enable) begin
      if (w_enable && w_address != 0)
        data[w_address] <= w_data;
    end
  end
endmodule
==> flow/run.sh <==
#!/bin/bash
# OpenROAD 26Q1-2900-gdf79404cd8, Yosys 0.63+post, stock flow scripts
make -C /OpenROAD-flow-scripts/flow DESIGN_CONFIG=/design/flow/config.mk WORK_HOME=/design/flow/orfs finish
==> flow/config.mk <==
export PLATFORM = sky130hd
export DESIGN_NAME = registers
export DESIGN_NICKNAME = registers
export VERILOG_FILES = /design/flow/design.v
export SDC_FILE = /design/flow/constraint.sdc
export NUM_CORES = 4
export LEC_CHECK = 1
export CORE_UTILIZATION = 40
==> flow/constraint.sdc <==
current_design registers

set clk_period 7.8
set clk_io_pct 0.2

create_clock -name clk0 -period $clk_period [get_ports {clk}]

set non_clock_inputs [all_inputs -no_clocks]
set_input_delay [expr $clk_period * $clk_io_pct] -clock clk0 $non_clock_inputs
set_output_delay [expr $clk_period * $clk_io_pct] -clock clk0 [all_outputs]
==> deck_impl_summary.md <==
Run Summary

Outcome
  – Outcome: complete, no violations

GRT
  – GRT Total Usage: 27.0%
  – Grt ovf: 0
  – Initial antenna violation count: 4
  – Global-route wire length before repair: 219,000 um
  – Vias in the first global route: 31,710
  – Largest net degree at the start of global routing: 87

Synth
  – Post-Syn Area per Cell: 14.4 um2
  – Post-synth area hogs: edfxtp_1, mux2i_1, a22oi_1
  – Yosys warning tally: 1
  – Post-synthesis cell count: 3,386
  – Synth Cell Area: 48,800 um2
  – Top-area cell share: 63.1%
  – Register bit count reported by yosys: 1,024
  – Cells in synth_stat.txt: 3,386
  – Area leader, netlist: edfxtp_1
  – Post-synth area from yosys stat: 48,800 um2
  – Post-synth cell types: 26
  – Post-synth seq share: 63.1%

Detailed routing
  – 1st-pass router iterations: 7
  – Via count: 30,836
  – ANT nets after route: 0
  – WL per Instance: 29.6 um
  – Starting DRT DRC Count: 1,973
  – Post-detailed-route via-to-cell ratio: 5.89
  – WL final: 155,000 um
  – DR DRC count: 0

Clock network
  – Cts-stage hold buffer count: 0
  – Post-cts sizing count: 0
  – CTS tree: built
  – Cts bufs inserted: 106
  – H-tree Lvls: 3
  – Clk slew on worst S/H paths: 0.06 ns
  – Clock sinks: 1,024
  – # Post-CTS Setup Buffers: 0
  – CTS root buf: clkbuf_16
  – Max Buffers Root-to-Sink: 3

Die
  – Die width: 351 um
  – Core area: 120,000 um2
  – Die height: 351 um
  – Row count: 127
  – IO Pins: 114
  – Die Area: 123,000 um2
  – Floorplan core density: 40.5%

Setup path
  – Critical path origin: r_address1[0]
  – Startpoint types: primary input
  – Worst setup EP type: output pin
  – WP data arrival: 4.74 ns
  – Crit path DRT: 6.24 ns
  – Critical path type: in2out
  – Crit path max fanout: 36

Pwr
  – Switching Fraction: 23.3%
  – PD cells: 218 nW/um2
  – Peak supply drop: 0.180 mV
  – Clock Power Share: 40.2%
  – Total Power Consumption: 12.1 mW
  – P_sw: 2.82 mW
  – Comb pwr share: 9.2%
  – Power Internal: 9.29 mW
  – Leak Pwr: 20.4 nW
  – Seq pwr share: 50.6%

Place
  – Buffers added on ports: 113
  – DP Area: 52,200 um2
  – Placer congestion estimate: 0.890
  – Dpl ws: 1.52 ns
  – HPWL after detailed placement: 87,600 um
  – Placed cells: 5,038

Final timing
  – Final hold violation count: 0
  – Hold_ws: 1.70 ns
  – Crit share post-route: 80.7%
  – TNS Setup: 0 ns
  – Max Fclk: 159 MHz
  – Min cycle time layout: 6.30 ns
  – Fin. max-slew vios: 0
  – Setup ws final: 1.50 ns
  – Slew @ Worst Pin: 0.947 ns
  – RSZ-0062 raised after global routing: false
  – Max transition margin: 36.7%
  – Setup-failing EPs final: 0

Flow run
  – Number of max-cap violations: 0
  – Tool warnings: 26

Layout
  – Fillers: 10,489
  – Fin area: 55,500 um2
  – Layout cells sized above 1: 9.59%
  – Post-Layout Cell Count: 5,232
  – Flop area: 30,700 um2
  – P&R area growth vs syn: 13.8%
  – MI comb area: 16,900 um2
  – Largest Register: data
  – Largest regs: data (1024)
  – Max reg flops: 1,024
  – Top Layout Cells: mux2i_1, edfxtp_1, nand2_1, nand3_1
  – Layout Utilization: 46.1%

Worst hold path
  – Hold WC Path Type: in2reg
  – Hold Path Origin: w_data[1]
worst max-delay path, cell delays in order:
cell and delay (ns):
clkdlybuf4s50_1 0.61, nor2_4 0.71, buf_4 0.63, a22o_1 0.26, nor3_1 0.05, a31oi_1 0.19
nand3_1 0.20, clkdlybuf4s50_1 0.47
logic make-up (layout without fill, tap and decap cells):
logic type / count (synthesis) / after routing / synth area share [%]
multiplexers: 1024 / 1024 / 21.0
flip-flops: 1024 / 1024 / 63.1
AND-OR/OR-AND: 576 / 576 / 8.05
AND/OR/NAND/NOR: 509 / 509 / 4.72
buffers and inverters: 252 / 454 / 3.14
other: 1 / 33 / 0.00769
path summary, 6_finish.rpt:
| kind | depth (start not counted) | endpoint | slack (ns) |
|---|---|---|---|
| worst max-delay path | 8 | o_data1[22] | 1.50 |
| worst min-delay path | 2 | data[28][1]$_DFFE_PP_ | 1.70 |
cell usage after synthesis, drive strengths merged:
| master | number |
|---|---|
| a21oi | 192 |
| a22o | 128 |
| a22oi | 192 |
| a31oi | 64 |
| and2 | 2 |
| buf | 171 |
| clkbuf | 81 |
| conb | 1 |
| edfxtp | 1024 |
| mux2i | 1024 |
| nand2 | 196 |
| nand2b | 4 |
| nand3 | 193 |
| nand3b | 4 |
| nand4 | 1 |
| nand4b | 1 |
| nor2 | 34 |
| nor2b | 4 |
| nor3 | 64 |
| or2 | 2 |
| or3 | 1 |
| or3b | 3 |
metal layers:
metal / vias up / global-route usage, % / share of wire [%]
met2: 1665 / 40.2 / 46
met1: 15219 / 33.3 / 35
met3: 281 / 18.0 / 16
li1: 13657 / - / -
met5: - / 1.73 / 0.20
met4: 14 / 6.32 / 2.9
power by group through the flow:
stage | Sequential, mW | Clock, mW | Combinational [mW]
5_1_grt | 6.13 | 5.13 | 1.19
4_1_cts | 6.13 | 4.93 | 1.11
6_report | 6.13 | 4.87 | 1.12
cell type report:
class                           instances  area share [%]
Sequential cell                      1024            55.4
Multi-Input combinational cell       2141            30.4
Clock buffer                          129            5.01
Timing Repair Buffer                  261            4.60
Tap cell                             1612            3.63
Clock inverter                         64           0.926
Antenna cell                            1         0.00451
Power figures rest on the tool's default switching activity, not on a simulated workload.
