==> flow/design.v <==
`default_nettype none
module icemem(
  input wire clk,
  input wire clk_enable,
  input wire [7:0] read_address,
  input wire [7:0] write_address,
  input wire [31:0] write_data,
  input wire write_enable,
  output wire [31:0] output_data,
  output wire LED1,
  output wire LED2,
  output wire LED3,
  output wire LED4,
  output wire LED5
);
  reg [31:0] data[0:255];
  integer i;
  initial begin
    for (i=0; i<255; i=i+1)
      data[i] <= 0;
  end
  assign output_data = data[read_address];
  assign LED1 = data[8'b11111111][0];
  assign LED2 = data[8'b11111111][1];
  assign LED3 = data[8'b11111111][2];
  assign LED4 = data[8'b11111111][3];
  assign LED5 = data[8'b11111111][4];
  always @(posedge clk) begin
    if (clk_enable) begin
      if (write_enable)
        data[write_address] <= write_data;
    end
  end
endmodule
==> flow/run.sh <==
#!/bin/bash
# OpenROAD 26Q1-2900-gdf79404cd8, Yosys 0.63+post, stock flow scripts
make -C /OpenROAD-flow-scripts/flow DESIGN_CONFIG=/design/flow/config.mk WORK_HOME=/design/flow/orfs finish
==> flow/config.mk <==
export PLATFORM = sky130hd
export DESIGN_NAME = icemem
export DESIGN_NICKNAME = icemem
export VERILOG_FILES = /design/flow/design.v
export SDC_FILE = /design/flow/constraint.sdc
export NUM_CORES = 4
export LEC_CHECK = 1
export CORE_UTILIZATION = 30
export SYNTH_MEMORY_MAX_BITS = 65536
==> flow/constraint.sdc <==
current_design icemem

set clk_period 50.5
set clk_io_pct 0.2

create_clock -name clk0 -period $clk_period [get_ports {clk}]

set non_clock_inputs [all_inputs -no_clocks]
set_input_delay [expr $clk_period * $clk_io_pct] -clock clk0 $non_clock_inputs
set_output_delay [expr $clk_period * $clk_io_pct] -clock clk0 [all_outputs]
==> flow_summary.yaml <==
# flow metrics
setup_path:
  cp.required_ns: 40.40
  cpPeakStageDelay_ns: 1.00
  path_cells: "buf_16 -> buf_4 -> buf_4 -> buf_4 -> buf_4 -> buf_4 -> buf_4 -> mux2i_1 -> o221ai_1 -> o22ai_1 -> a2111oi_0 -> nand4_1 -> buf_4 -> nor3_1 -> buf_4 -> clkdlybuf4s50_1"
  endpoint_kind: "output port"
  cp_top_family: "buffers and inverters"
  crit_arrival_ns: 18.57
  cpMaxStageDelayCell: "nor3_1"
  cp_num_buf_inv: 10
  critPathMaxFanout: 65
  cp-start-kind: "input pin"
  cpMostUsedCell: "buf_4"
  worst-setup-path-type: "in -> out"
finish:
  drive_gt1_share_pct: 24.2
  top_register: "data"
  largest_register_ffs: 8192
  reg.largest.list: "data: 8192 flops"
  area_delta_synth_final_pct: 15.4
grt:
  grt_usage_pct: 19.3
  grt_first_pass_wirelength_mm: 1320
  grt_max_degree: 92
  grt.overflow.total: 0
  grt_antenna_before_repair: 44
  first_global_vias: 168466
clock_network:
  cts-root-buf: "clkbuf_16"
  hold_buffers: 0
  path_clk_slew_ns: 0.06
  cts_sinks: 8192
  ctsResizeCount: 0
  cts_buffers: 778
  cts_max_level: 6
  clockBufferDepth: 4
  cts_setup_buffers: 0
  cts_tree: "built"
timing:
  tightestPinTransition_ns: 1.54
  timing.hold.ws_ns: 9.24
  max_freq_mhz: 34.9
  hold_viol: 0
  rsz0062_at_grt: "no"
  setup_violations: 0
  slew_headroom_pct: -3.85
  fin_ws_ns: 21.83
  drv_slew: 4
  post-route-period-util_pct: 56.8
  fin_setup_tns_ns: 0
  finalCriticalPeriod_ns: 28.67
floorplan:
  design.portCount: 88
  initial_utilization_pct: 30.1
  core_area_sq_um: 1040000
  rows: 375
  chipArea_sq_um: 1050000
  die.size.y_mm: 1.03
  die_w_mm: 1.03
placement:
  portBuffers: 87
  gp_congestion: 0.943
  pre_cts_ws_ns: 21.76
  post-dp-hpwl_mm: 581
yosys:
  ys_cells: 14636
  async_flop_share_pct: 0
  synthMuxAreaShare_pct: 14.5
  xor_area_share_pct: 0
  numSynthFlops: 8192
  yosysUniqueCellTypes: 73
  ys_seq_share_pct: 78.2
  yosysMostFrequentCell: "edfxtp_1"
  top_area_share_pct: 78.2
  top_logic_kind: "multiplexers"
  ff_type: "edfxtp_1"
  ys_sh_aoi_pct: 3.62
  edf_count: 8192
  synth.avg_cell_area_sq_um: 21.5
  common_cells: "edfxtp_1, mux4_2, mux2i_1, nor2_1, clkbuf_1"
  synthTopCellsByArea: "edfxtp_1, mux4_2, mux2i_1"
  adder_share_pct: 0
  synth_warnings: 1
  syn_inst: 14636
  largest_area_cell: "edfxtp_1"
  ys_sh_simple_pct: 1.86
  netlist_area_sq_um: 314000
  ys_area_sq_um: 314000
run:
  max-cap-violations: 2
  warnings: 27
power_and_ir_drop:
  power.ir.vdd_worst_uv: 41.6
  powerDensity_nw_per_um2: 38.2
  power_leakage_uw: 0.113
route:
  drt_wl_total_mm: 956
  ant_nets: 0
  post_drt_wl_per_cell_um: 31.6
  drc: 0
  drt_iter0_drc: 11069
  vias: 156352
  vias_per_cell: 5.17
  first_pass_iters: 6
outcome:
  status: "finished with violations"
  violations: "max-capacitance violations, max-slew violations"
hold_path:
  hold_class: "in -> reg"
final cells by class:
cell class                      instances  area [sq um]
Clock buffer                          950         20200
Timing Repair Buffer                 1107          8960
Multi-Input combinational cell       5555         65700
Antenna cell                           22          55.1
Fill cell                           94968        681000
Tap cell                            13949         17500
Inverter                                4          27.5
Clock inverter                        465          4410
Sequential cell                      8192        246000
metrics by stage:
stage	area, sq um	total power (uW)	utilization, %	instances
6_report	363000	13900	34.8	30244
5_1_grt	363000	14200	34.8	30227
4_1_cts	363000	13900	34.8	30219
3_5_place_dp	338000	8360	32.4	28804
3_3_place_gp	338000	8350	32.4	28799
2_1_floorplan	314000	7970	-	14636
metal layers:
metal  part of all wire, %  GRT usage, %  up-vias  wire length [um]
met2                    45          28.3    11105            435000
met5                  0.23          1.41        -              2170
met1                    28          18.5    79248            272000
met3                    19          17.1     1800            186000
met4                   6.4          9.11       61             61100
li1                      -             -    64138                 -
cell usage in the layout (no fill, tap or decap), drive strengths merged, types with 9 or more instances in the layout:
| master | count |
|---|---|
| edfxtp | 8192 |
| mux4 | 1465 |
| mux2i | 1213 |
| buf | 1057 |
| clkbuf | 951 |
| nor2 | 400 |
| clkinv | 398 |
| o22ai | 355 |
| nand2 | 304 |
| a21oi | 236 |
| a22oi | 223 |
| nor3 | 193 |
| o221ai | 185 |
| o21ai | 161 |
| nor4 | 148 |
| a221oi | 132 |
| o211ai | 96 |
| nand4 | 90 |
| a2111oi | 64 |
| clkdlybuf4s50 | 49 |
| a22o | 42 |
| a211oi | 42 |
| nand3 | 42 |
| bufinv | 41 |
| diode | 22 |
| inv | 20 |
| a311oi | 18 |
| o22a | 16 |
| a31oi | 16 |
| nor2b | 14 |
| or3 | 12 |
| a211o | 11 |
| o32ai | 10 |
| clkinvlp | 10 |
| mux2 | 9 |
final timing paths:
path / cells after the start / from / slack (ns) / endpoint
worst max-delay path: 16 / read_address[0] / 21.83 / output_data[1]
worst min-delay path: 1 / write_data[10] / 9.24 / data[162][10]
kinds of logic after synthesis:
kind of cell | count (synthesis)
DFF | 8192
AOI/OAI and AO/OA | 1618
buffers and inverters | 889
muxes | 2687
and+or+nand+nor | 1250
where the power goes:
| part | leakage, uW | internal [uW] | switching, uW |
|---|---|---|---|
| Sequential | 0.0736 | 7490 | 1.61 |
| Combinational | 0.0271 | 226 | 502 |
| Clock | 0.0119 | 3070 | 2570 |
| Total | 0.113 | 10800 | 3080 |
No activity file was given, so power comes from the tool's default toggle rates.
