==> ./design.v <==
`default_nettype none
module data_mem (
  input wire clk,
  input wire clk_enable,
  input wire [7:0]r_address,
  input wire [7:0]w_address,
  input wire [31:0]w_data,
  input wire w_enable,
  output wire [31:0]o_data
);
  reg [31:0] data[0:255];
  integer i;
  initial begin
    for (i=0; i<256; i=i+1)
      data[i] = 0;
  end
  assign o_data = data[r_address];
  always @(posedge clk) begin
    if (clk_enable) begin
      if (w_enable)
        data[w_address] <= w_data;
    end
  end
endmodule
==> ./run.sh <==
#!/bin/bash
# OpenROAD 26Q1-2900-gdf79404cd8, Yosys 0.63+post, stock flow scripts
make -C /OpenROAD-flow-scripts/flow DESIGN_CONFIG=/design/flow/config.mk WORK_HOME=/design/flow/orfs finish
==> ./config.mk <==
export PLATFORM = sky130hd
export DESIGN_NAME = data_mem
export DESIGN_NICKNAME = data_mem
export VERILOG_FILES = /design/flow/design.v
export SDC_FILE = /design/flow/constraint.sdc
export NUM_CORES = 4
export LEC_CHECK = 1
export CORE_UTILIZATION = 30
export SYNTH_MEMORY_MAX_BITS = 65536
==> ./constraint.sdc <==
current_design data_mem

set clk_period 53.7
set clk_io_pct 0.2

create_clock -name clk0 -period $clk_period [get_ports {clk}]

set non_clock_inputs [all_inputs -no_clocks]
set_input_delay [expr $clk_period * $clk_io_pct] -clock clk0 $non_clock_inputs
set_output_delay [expr $clk_period * $clk_io_pct] -clock clk0 [all_outputs]
==> notes.md <==
Physical design

The HPWL after detailed placement stands at between 500 and 600 mm. The number of standard cells reported by yosys stands at between 10000 and 15000. The share of the Yosys chip area taken by registers is approximately 78%. The total number of yosys warnings stands at 1. In this run, the number of DRC markers left after iteration 0 of detailed routing was 10928. The global placement routability congestion stands at 0.942. In the final layout, the registers with the most flip-flops are data: 8192 flops. The number of hold-slack violations in the final timing report stands at 0. The count of input and output buffers stands at slightly above 80.

The area added between synthesis and finish stands at 15.2%. The CTS clock-pin slew for the worst setup and hold paths stands at approximately 0.060 ns. In this run switching power makes up between 20 and 25% of total power. The initial antenna violation count stands at between 90 and 100. The clock H-tree reported by CTS has 6 levels.

The number of standard-cell rows in the floorplan stands at 376. The distinct cell type count after synthesis stands at about 60. The number of buffers between clock root and the deepest sink stands at 4. For this run, the detailed router's first-pass iteration total came to 6. The cell count after synthesis came out at ~14000. The top-level port count stands at between 80 and 90. STA classifies the critical path startpoint as an input pin. In the setup report, the worst path falls into the class in2out.

In this run the clock root is driven by a sky130_fd_sc_hd__clkbuf_16. Hold repair after CTS inserted 0 buffers. The post-placement cell area is between 300000 and 400000 um^2. In this run the horizontal extent of the chip is 1.03 mm. The internal power component stands at approximately 0.01 W. The number of buffers inserted to repair setup after CTS stands at 0. The all-layer global routing usage stands at between 15 and 20%.

The total via count after detailed routing stands at ~160k. The final worst hold slack stands at 9.92 ns. The share of power burned in combinational logic stands at between 5 and 6%. The share of total power in sequential cells stands at 54.0%. The count of final setup violators stands at 0. Post-synth the commonest register cell is sky130_fd_sc_hd__edfxtp_1. The number of nets still failing antenna checks after routing stands at 0. The peak supply drop stands at about 0.000035 V.

After synthesis, the chip area reported by Yosys is around 310000 um^2. The clock network fraction of design power stands at between 40% and 50%. The number of global-route vias before repair came to 166186.

The number of flip-flops in the largest register stands at roughly 8200. The cell area after synthesis stands at between 300000 and 400000 um^2. The share of the synthesized area in the top cell type stands at between 70% and 80%. Per the run summary, max-cap violations total 0. TritonCTS built the clock tree. Yosys mapped a number of flops with a built-in enable equal to roughly 8200. The flow reports an fmax of 32.6 MHz.

The script computed a power per unit cell area of 35.9 nW/um^2. The final critical path time including I/O delays and setup stands at 30.65 ns. The share of post-route cells with drive strength above 1 stands at 25.8%. Counting flops per register, the top entry is data. The flip-flop and latch count after synthesis stands at 8192.

Max fanout on the critical path was recorded as 73. The setup TNS stands at 0 ns. The pin count of the biggest net entering global routing stands at around 110. For the pin with the worst max-slew slack, the measured transition is 1.46 ns. For reference, the post-synthesis area per instance comes to 22.0 um^2. The run finished with clean final reports.

Yosys reported that registers with async set or reset make up 0%. OpenROAD reports that the post-layout worst path occupies 57.1% of the period. Summed over all layers, the routed wires come to 984 mm.

The region available for standard cell placement spans roughly 1000000 um^2. After routing the design area is ~360000 um^2. STA classifies the critical path endpoint as an output pin. The largest total area in the synthesized netlist belongs to sky130_fd_sc_hd__edfxtp_1. The final max-slew violation count stands at 0. Recorded from the global router log, the overflow total was 0.

Note that the worst hold path type here is in2reg. The first global-routing pass estimated around 1300 mm of wire. In this run the vertical extent of the chip is roughly 1.0 mm.

The number of vias per cell after detailed routing stands at ~5.2. The number of sinks on the clock net stands at between 8000 and 9000. The net switching power stands at about 0.0029 W. The power report puts the leakage power at between 100 and 150 nW. The total CTS buffers stands at 776. After detailed routing, the number of remaining DRC violations is 0. Setup repair after global routing left no endpoint under its margin. The OpenROAD warning count stands at 38. Once the floorplan was initialized, standard cells occupied 30.1% of the core. The mean routed wirelength per cell stands at 32.8 um. The number of gates resized after cts stands at 0. After floorplanning, the die was sized to cover 1050000 um^2.

For reference, the top cells by area after synthesis are sky130_fd_sc_hd__edfxtp_1, sky130_fd_sc_hd__mux4_2, sky130_fd_sc_hd__mux2i_1. According to the timing report, the data required time at the worst endpoint equals approximately 43 ns. The endpoint arrival time on the critical path stands at about 20 ns. The worst slew margin relative to its limit stands at ~2.5%.
==> cell type report <==
| cell class | instances | area [um^2] |
|---|---|---|
| fillers | 95302 | 684000 |
| multi-input cells | 5194 | 66500 |
| well taps | 13986 | 17500 |
| diodes | 122 | 305 |
| clock buffers | 980 | 20300 |
| clock inverters | 436 | 3900 |
| repair buffers | 1019 | 8280 |
| flip-flops and latches | 8192 | 246000 |
| inverters | 32 | 133 |
==> worst paths after layout <==
path                startpoint      endpoint  slack [ns]  cells after the start
setup / recovery  r_address[0]    o_data[23]       23.05                     17
hold / removal      w_data[30]  data[21][30]        9.92                      1
==> power groups by stage <==
stage	logic, W	registers, W	clock network, W
4_1_cts	0.000707	0.00704	0.00535
5_1_grt	0.000746	0.00704	0.00558
6_report	0.000712	0.00704	0.00528
==> stage by stage <==
step / worst slack (ns) / cells / utilization [%] / power, W
global placement: 22.82 / 28417 / 32.3 / 0.00787
global route: 22.73 / 29913 / 34.6 / 0.0134
detailed placement: 22.95 / 28423 / 32.3 / 0.00788
floorplan: 30.07 / 14286 / - / 0.00750
CTS: 22.96 / 29839 / 34.6 / 0.0131
finish: 23.05 / 29961 / 34.7 / 0.0130
==> placed cells by master, fill, tap and decap left out, types with 81 or more instances in the layout <==
cell                           n
sky130_fd_sc_hd__clkinv_2    141
sky130_fd_sc_hd__nand4_1      81
sky130_fd_sc_hd__o221ai_1    398
sky130_fd_sc_hd__a22oi_1     102
sky130_fd_sc_hd__nor3_1      201
sky130_fd_sc_hd__edfxtp_1   8192
sky130_fd_sc_hd__diode_2     122
sky130_fd_sc_hd__mux4_2     1576
sky130_fd_sc_hd__clkinv_1    187
sky130_fd_sc_hd__buf_4       919
sky130_fd_sc_hd__mux2i_1    1235
sky130_fd_sc_hd__mux2_2       94
sky130_fd_sc_hd__nor2_4      258
sky130_fd_sc_hd__o22ai_1     170
sky130_fd_sc_hd__clkbuf_1    198
sky130_fd_sc_hd__clkbuf_16   782
sky130_fd_sc_hd__a21oi_1     266
==> metal layers <==
metal / vias up / share of wire [%] / global-route usage (%)
met4: 155 / 5.5 / 8.46
met5: - / 0.63 / 4.48
met3: 1913 / 23 / 20.5
met1: 78158 / 28 / 18.3
li1: 63003 / - / -
met2: 12008 / 44 / 27.6
==> synth_stat cells, types with 28 or more instances <==
cell type	instances
sky130_fd_sc_hd__nor4_1	58
sky130_fd_sc_hd__inv_1	30
sky130_fd_sc_hd__nand3_1	31
sky130_fd_sc_hd__o211ai_1	50
sky130_fd_sc_hd__a21oi_1	266
sky130_fd_sc_hd__buf_4	107
sky130_fd_sc_hd__nand2_1	78
sky130_fd_sc_hd__o22ai_1	170
sky130_fd_sc_hd__mux2i_1	1235
sky130_fd_sc_hd__nor3_1	211
sky130_fd_sc_hd__o221ai_1	398
sky130_fd_sc_hd__mux4_2	1576
sky130_fd_sc_hd__o21ai_0	65
sky130_fd_sc_hd__a2111oi_0	53
sky130_fd_sc_hd__nand4_1	81
sky130_fd_sc_hd__nor2_1	340
sky130_fd_sc_hd__buf_1	57
sky130_fd_sc_hd__buf_8	36
sky130_fd_sc_hd__a211oi_1	69
sky130_fd_sc_hd__clkbuf_1	384
sky130_fd_sc_hd__a221oi_1	67
sky130_fd_sc_hd__a22o_1	28
sky130_fd_sc_hd__buf_2	155
sky130_fd_sc_hd__or4_1	34
sky130_fd_sc_hd__mux2_2	94
sky130_fd_sc_hd__buf_6	117
sky130_fd_sc_hd__edfxtp_1	8192
sky130_fd_sc_hd__a22oi_1	102
==> kinds of logic after synthesis <==
logic type | synth area share [%]
buffers and inverters | 1.73
AND/OR/NAND/NOR | 1.44
AND-OR/OR-AND | 3.19
flip-flops | 78.1
multiplexers | 15.5
==> critical path: stages <==
cell	delay, ns
sky130_fd_sc_hd__buf_16	0.22
sky130_fd_sc_hd__buf_4	0.59
sky130_fd_sc_hd__buf_12	0.46
sky130_fd_sc_hd__buf_4	0.66
sky130_fd_sc_hd__buf_4	0.63
sky130_fd_sc_hd__buf_4	0.61
sky130_fd_sc_hd__buf_4	0.67
sky130_fd_sc_hd__buf_4	0.51
sky130_fd_sc_hd__buf_4	0.60
sky130_fd_sc_hd__mux4_2	0.58
sky130_fd_sc_hd__mux4_2	0.50
sky130_fd_sc_hd__nand2_1	0.13
sky130_fd_sc_hd__nand4_1	0.46
sky130_fd_sc_hd__o2bb2ai_1	1.02
sky130_fd_sc_hd__buf_4	0.33
sky130_fd_sc_hd__nor4_1	0.14
sky130_fd_sc_hd__clkdlybuf4s50_1	0.47
No activity file was given, so power comes from the tool's default toggle rates.
